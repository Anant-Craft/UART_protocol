### design/flow/run.sh
#!/bin/bash
# OpenROAD 26Q1-2900-gdf79404cd8, Yosys 0.63+post, stock flow scripts
make -C /OpenROAD-flow-scripts/flow DESIGN_CONFIG=/design/flow/config.mk WORK_HOME=/design/flow/orfs finish
### design/flow/design.v
module uart_tx(
    input clk_3125,
    input parity_type,       
    input tx_start,
    input [7:0] data,
    output reg tx,
    output reg tx_done
);
localparam BAUD_MAX = 26;  
localparam [2:0]
    IDLE   = 0,
    START  = 1,
    DATA   = 2,
    PARITY = 3,
    STOP   = 4;
reg [2:0] state = IDLE;
reg [4:0] baud_cnt = 0;
reg [2:0] bit_idx = 0;
reg [7:0] data_buf;
reg parity_bit;
initial begin
    tx = 1'b1;
    tx_done = 1'b0;
end
always @(posedge clk_3125) begin
    case(state)
    IDLE: begin
        tx <= 1'b1;
        tx_done <= 0;
        if(tx_start) begin
            data_buf <= data;
            parity_bit <= ^data;
            baud_cnt <= 0;
            state <= START;
        end
    end
    START: begin
        tx <= 0;
        if(baud_cnt == BAUD_MAX) begin
            baud_cnt <= 0;
            bit_idx <= 0;
            state <= DATA;
        end else
            baud_cnt <= baud_cnt + 1;
    end
    DATA: begin
        tx <= data_buf[0];                 
        if(baud_cnt == BAUD_MAX) begin
            baud_cnt <= 0;
            data_buf <= {1'b0, data_buf[7:1]};  
            if(bit_idx == 7)
                state <= PARITY;
            else
                bit_idx <= bit_idx + 1;
        end else
            baud_cnt <= baud_cnt + 1;
    end
    PARITY: begin
        tx <= parity_type ? ~parity_bit : parity_bit;
        if(baud_cnt == BAUD_MAX) begin
            baud_cnt <= 0;
            state <= STOP;
        end else
            baud_cnt <= baud_cnt + 1;
    end
    STOP: begin
        tx <= 1;
        if(baud_cnt == BAUD_MAX) begin
            tx_done <= 1;
            state <= IDLE;
        end else
            baud_cnt <= baud_cnt + 1;
    end
    endcase
end
endmodule
### design/flow/constraint.sdc
current_design uart_tx

set clk_period 2.9
set clk_io_pct 0.2

create_clock -name clk0 -period $clk_period [get_ports {clk_3125}]

set non_clock_inputs [all_inputs -no_clocks]
set_input_delay [expr $clk_period * $clk_io_pct] -clock clk0 $non_clock_inputs
set_output_delay [expr $clk_period * $clk_io_pct] -clock clk0 [all_outputs]
### design/flow/config.mk
export PLATFORM = sky130hd
export DESIGN_NAME = uart_tx
export DESIGN_NICKNAME = uart_tx
export VERILOG_FILES = /design/flow/design.v
export SDC_FILE = /design/flow/constraint.sdc
export NUM_CORES = 4
export LEC_CHECK = 1
export CORE_AREA = 10 10 91 91
export DIE_AREA = 0 0 101 101
==> datasheet_impl.txt <==
Characteristics after synthesis and place and route

Parameter                              Value

Run status
  Run status .................. complete, no violations

Final layout
  Sequential cell area in the final layout .................. 661 sq um
  Leading cell type in the layout, fill and taps excluded .................. edfxtp_1
  Utilization after layout .................. 22.8%
  Top cells excl fill/tap .................. 22 x edfxtp_1, 12 x clkdlybuf4s50_1, 7 x nor2_1, 7 x mux2_2, 7 x xnor2_1
  # fillers .................. roughly 650
  Area overhead of the layout relative to synthesis .................. 21.3%
  Area used by multi-input combinational logic .................. between 400 and 500 sq um
  Fraction of final layout cells with drive strength greater than 1 .................. roughly 17%
  Final design instance area without fill .................. ~1400 sq um

Clocking
  PostCTS Resize Cnt .................. 0
  Clock tree from TritonCTS .................. done
  Clock-pin slew reported for the worst setup and hold paths after clock tree synthesis .................. 0.08 ns
  Post-CTS Hold Fix Bufs .................. 0
  Count of clock tree sinks .................. 22
  Buffer type at the clock tree root .................. clkbuf_8
  CTS buffer count .................. 3
  Clock insertion delay at the later pin of the skew report .................. approximately 0.26 ns
  Maximum clock path buffer count .................. 2
  Post-CTS repair timing setup buffer count .................. 0
  H-tree lvl count .................. 1

Placement
  Sum of net half-perimeters after detailed placement .................. between 1 and 1.5 mm
  Pre-CTS worst setup slack .................. roughly 0.89 ns
  Number of buffers added on ports .................. 12
  Final estimated routing congestion in global placement .................. ~0.77
  Post-Place Cell Area .................. approximately 1400 sq um

Timing
  Post-layout worst setup margin .................. roughly 1.0 ns
  Final setup viols .................. 0
  Final period utilization .................. between 60% and 70%
  Minimum clock period .................. between 1.5 and 2 ns
  RSZ-0062 raised after global routing .................. no
  Final count of pins violating max slew .................. 0
  Remaining max-slew budget at the tightest pin .................. between 50% and 60%
  Number of failing hold endpoints at the final stage .................. 0
  Slew of the pin with the lowest slew margin .................. 0.701 ns
  Final clock skew .................. roughly 0.0044 ns
  Final sum of negative setup slack .................. 0 ns
  Achievable clock frequency .................. 529 MHz

Worst setup path
  Biggest fanout along the worst timing path .................. 12
  Critical path start-end classification .................. flip-flop to flip-flop
  Crit path launch type .................. flip-flop
  RR Startpoint .................. state[0]
  Endpoint kind of the worst setup timing path .................. flip-flop
  Setup slack of the most critical reg-to-reg path .................. between 1 and 1.5 ns
  Worst setup startpoint .................. state[0]
  Data arrival time at the worst-slack endpoint .................. between 1.5 and 2 ns
  Required time of the critical path .................. around 2.9 ns

Synth
  Area fraction in and, or, nand and nor cells .................. 13.9%
  Chip area from the yosys synthesis statistics .................. roughly 1200 sq um
  Number of library cell types mapped by synthesis .................. 30
  Biggest area cells .................. edfxtp_1 55%, mux2_2 6.6%, xnor2_1 5.1%
  Warnings, synthesis .................. 1
  Library cell occupying the most area in the post-synthesis netlist .................. edfxtp_1
  Area fraction in compound gates .................. about 6.9%
  Summed instance area of the synthesized netlist .................. ~1200 sq um
  Number of standard cells reported by yosys .................. slightly below 90
  Share of synthesized area occupied by flip-flops and latches .................. a little under three fifths
  Synth Area in Adders .................. under 10%
  Mean instance size in the synthesized netlist .................. about 13 sq um
  Mux cell area share .................. between 7 and 8%
  Xor/xnor share of the synthesized area .................. under 10%
  Flops & latches, synth .................. 22
  Largest non-sequential cell family by area .................. simple AND/OR/NAND/NOR gates
  Post-synth top area share .................. 55.4%
  Gate count of the mapped netlist .................. 89

Drt
  Length of the first detailed-routing pass in iterations .................. 3
  Highest routed metal layer .................. met4
  WL per Instance .................. about 11 um
  Via-per-instance ratio .................. around 3.7
  Met1 wire length .................. about 900 um
  DR WL met2 .................. slightly above 900 um
  Total antenna diodes in the routed design .................. 0
  ANT nets after route .................. 0
  Total vias in the final route .................. ~660
  Violation tally from detailed-route iteration zero .................. between 40 and 50
  Met3 Wirelength .................. ~95 um
  Drt total wl .................. between 1.5 and 2 mm
  DRC viols .................. 0

Floorplanning
  Count of boundary I/O pins .................. 13
  Die span in y .................. between 100 and 150 um
  Standard-cell row count .................. 29
  Horizontal die dimension .................. ~100 um
  Total core area .................. about 6300 sq um
  Core Util at FP .................. 18.8%
  Area of the chip .................. 10200 sq um

Pwr
  PnR Total Power .................. around 700 uW
  Reported leakage power .................. 0.499 nW
  Peak supply drop .................. ~0.17 mV
  Power per cell area .................. between 400 and 500 nW/um^2

Global routing
  Global-route usage over all layers .................. 3.95%
  Wire length of the first global-routing pass .................. between 3 and 4 mm
  Via count of the first global-routing pass .................. about 680
  Overall overflow remaining after global route .................. 0
  Largest net degree at the start of global routing .................. 14
  Number of antenna violations at the first check in global routing .................. 0

Run
  Max_cap viols .................. 0
  OpenROAD warnings .................. 26

Min path
  Hold_sp .................. data_buf[2]
  Min-Delay Path Class .................. flip-flop to flip-flop
==> area by class of cell <==
| type | instances | area share [%] |
|---|---|---|
| Tap cell | 77 | 6.66 |
| Multi-Input combinational cell | 61 | 33.4 |
| Sequential cell | 22 | 45.7 |
| Clock buffer | 3 | 2.85 |
| Inverter | 2 | 0.519 |
| Clock inverter | 1 | 2.08 |
| Timing Repair Buffer | 13 | 8.82 |
==> path summary, 6_finish.rpt <==
check	to	depth (start not counted)
max reg2reg	data_buf[5]	2
min reg2reg	data_buf[1]	1
max	data_buf[5]	2
min	data_buf[1]	1
==> flip-flops by register name, indices dropped and copies added (netlist names) <==
signal,count
tx,1
state,3
bit_idx,3
parity_bit,1
baud_cnt,5
tx_done,1
data_buf,8
==> per-layer routing <==
layer | track usage [%] | vias to the layer above
li1 | - | 349
met4 | 0.643 | 0
met2 | 5.90 | 7
met1 | 5.53 | 304
met5 | 0 | -
met3 | 1.39 | 2
==> critical path, cell delays in order, from the launching register on <==
cell	delay, ns
edfxtp_1	0.57
nor3b_2	0.66
mux2_2	0.41
==> through the flow <==
step	hold WS, ns	std cells
floorplan	0.523	89
global placement	0.527	175
detailed placement	0.532	175
CTS	0.558	179
global route	0.574	179
finish	0.555	179
==> power breakdown <==
part | leakage, nW | switching (mW) | total (mW) | internal (mW)
sequential | 0.209 | 0.00247 | 0.354 | 0.352
combinational | 0.254 | 0.0168 | 0.0464 | 0.0296
clock | 0.0357 | 0.0972 | 0.281 | 0.184
total | 0.499 | 0.116 | 0.682 | 0.566
==> cells by family after synthesis <==
kind of cell | Yosys count
muxes | 8
AOI/OAI and AO/OA | 13
DFF | 22
xor gates and xnor gates | 11
and+or+nand+nor | 25
adders and majority gates | 4
buffers and inverters | 6
==> synth_stat cells <==
| cell | count |
|---|---|
| edfxtp_1 | 22 |
| mux2_2 | 7 |
| nor2_1 | 7 |
| xnor2_1 | 7 |
| a21oi_1 | 5 |
| ha_1 | 4 |
| xor2_1 | 4 |
| buf_6 | 3 |
| a21boi_0 | 2 |
| and2_1 | 2 |
| inv_1 | 2 |
| nand2b_1 | 2 |
| nand3_1 | 2 |
| nor2b_1 | 2 |
| nor3_1 | 2 |
| o21ai_0 | 2 |
| a211o_1 | 1 |
| a21oi_2 | 1 |
| and3_1 | 1 |
| and3_4 | 1 |
| and3b_2 | 1 |
| and4b_1 | 1 |
| buf_4 | 1 |
| mux2i_1 | 1 |
| nand2_1 | 1 |
| nand4b_1 | 1 |
| nor3b_2 | 1 |
| nor3b_4 | 1 |
| o21ai_1 | 1 |
| o21ba_1 | 1 |
No activity file was given, so power comes from the tool's default toggle rates.
