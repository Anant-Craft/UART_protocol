--- /design/flow/design.v ---
module uart_rx(
    input clk_3125,
    input rx,
    output reg [7:0] rx_msg,
    output reg rx_parity,
    output reg parity_error,
    output reg rx_complete
);
localparam BAUD_MAX  = 26;    
localparam HALF_BAUD = 13;    
localparam [2:0]
    IDLE   = 0,
    START  = 1,
    DATA   = 2,
    PARITY = 3,
    STOP   = 4;
reg [2:0] state = IDLE;
reg [4:0] baud_cnt = 0;
reg [2:0] bit_idx = 0;
reg [7:0] data_buf;
reg parity_sample;
always @(posedge clk_3125) begin
    case(state)
    IDLE: begin
        rx_complete <= 0;
        if(!rx) begin                
            baud_cnt <= 0;
            state <= START;
        end
    end
    START: begin
        if(baud_cnt == HALF_BAUD) begin
            baud_cnt <= 0;
            bit_idx <= 0;
            state <= DATA;
        end else
            baud_cnt <= baud_cnt + 1;
    end
    DATA: begin
        if(baud_cnt == BAUD_MAX) begin
            baud_cnt <= 0;
            data_buf <= {rx, data_buf[7:1]};  
            if(bit_idx == 7)
                state <= PARITY;
            else
                bit_idx <= bit_idx + 1;
        end else
            baud_cnt <= baud_cnt + 1;
    end
    PARITY: begin
        if(baud_cnt == BAUD_MAX) begin
            parity_sample <= rx;     
            baud_cnt <= 0;
            state <= STOP;
        end else
            baud_cnt <= baud_cnt + 1;
    end
    STOP: begin
        if(baud_cnt == BAUD_MAX) begin
            baud_cnt <= 0;
            rx_msg <= data_buf;
            rx_parity <= parity_sample;
            parity_error <= (parity_sample != ^data_buf);
            rx_complete <= 1;
            state <= IDLE;
        end else
            baud_cnt <= baud_cnt + 1;
    end
    endcase
end
endmodule
--- /design/flow/run.sh ---
#!/bin/bash
# OpenROAD 26Q1-2900-gdf79404cd8, Yosys 0.63+post, stock flow scripts
make -C /OpenROAD-flow-scripts/flow DESIGN_CONFIG=/design/flow/config.mk WORK_HOME=/design/flow/orfs finish
--- /design/flow/config.mk ---
export PLATFORM = sky130hd
export DESIGN_NAME = uart_rx
export DESIGN_NICKNAME = uart_rx
export VERILOG_FILES = /design/flow/design.v
export SDC_FILE = /design/flow/constraint.sdc
export NUM_CORES = 4
export LEC_CHECK = 1
export CORE_UTILIZATION = 30
--- /design/flow/constraint.sdc ---
current_design uart_rx

set clk_period 2.8
set clk_io_pct 0.2

create_clock -name clk0 -period $clk_period [get_ports {clk_3125}]

set non_clock_inputs [all_inputs -no_clocks]
set_input_delay [expr $clk_period * $clk_io_pct] -clock clk0 $non_clock_inputs
set_output_delay [expr $clk_period * $clk_io_pct] -clock clk0 [all_outputs]
==> out/metrics.csv <==
stage;metric;value;unit
final_timing;timing.final.ws_setup;0.848;ns
critical_path;rrSetupSlack;0.85;ns
yosys;ys.flops;31;
power_and_ir_drop;intPower;780;uW
floorplanning;fp.dieW;70.5;um
power_and_ir_drop;seq_power_share;0.539;
final_timing;clock_skew;0.00440;ns
floorplanning;die-area;4970;um2
critical_path;crit_fanout;9;
final_timing;min_period;1.95;ns
power_and_ir_drop;powerDensity;567;nW/um2
final_timing;max_slew_margin;0.590;
routing;wirelength;1960;um
finish;final_cell_area;1690;um2
final_timing;post-route-period-util;0.697;
routing;drt_iter0_markers;52;
yosys;ys_sh_adder;0.0445;
power_and_ir_drop;peakVddDrop;0.271;mV
final_timing;timing.final.hold_violations;0;
floorplanning;die_h;70.5;um
floorplanning;core;4440;um2
clock_network;cts_tree;built;
critical_path;reg2reg_depth;3;
floorplanning;fp_util;0.316;
yosys;avgSynthCellArea;15.0;um2
yosys;postSynthCellCount;94;
outcome;status;complete, no violations;
routing;wire_per_inst;12.0;um
placement;place_ws;0.709;ns
yosys;area_leaders;edfxtp_1, xnor2_1, ha_1;
clock_network;cts-buffers-inserted;5;
yosys;synth_top_cell_by_count;edfxtp_1;
yosys;ys_top_cells_by_count;edfxtp_1, nor2_1, xnor2_1;
grt;grt-ovfl-total;0;
final_timing;tightestPinTransition;0.599;ns
power_and_ir_drop;p_comb_frac;0.021;
worst_hold_path;hp-start;data_buf[0];
final_timing;setup_viol;0;
flow_run;tool_warnings;27;
grt;grt_max_degree;14;
routing;num_vias;779;
power_and_ir_drop;power.switching;178;uW
yosys;synth_top_cell_by_area;edfxtp_1;
yosys;synthXorXnorAreaFrac;0.0747;
yosys;ys_async_sr_fraction;0;
yosys;synth_cell_types;29;
routing;antenna_cells;0;
finish;fillers;405;
placement;port_buffers;12;
yosys;synth_warnings;1;
critical_path;worstSetupStartpointType;flop;
placement;place_area;1580;um2
yosys;flop_cell;edfxtp_1;
critical_path;cp-end-kind;flop;
clock_network;clk_path_buf_depth;2;
power_and_ir_drop;p_sw_frac;0.186;
routing;postRouteAntennaNets;0;
floorplanning;num_io_pins;13;
critical_path;rr_endpoint;data_buf[5];
yosys;simple_gate_share;0.135;
critical_path;reg2reg_from;state[1];
critical_path;required;2.71;ns
yosys;yosys_cells;94;
grt;first_global_vias;732;
clock_network;insertion_delay;0.28;ns
clock_network;cts.sinks;31;
flow_run;maxCapViolations;0;
yosys;topCombFamilyByArea;simple AND/OR/NAND/NOR gates;
clock_network;post_cts_resized;0;
yosys;synth_seq_share;0.662;
worst_hold_path;whs_path_depth;0;
critical_path;arrival;1.87;ns
final_timing;setup_tns;0;ns
critical_path;critPathKind;flop to flop;
routing;via_per_inst;4.75;
worst_hold_path;min_to;rx_msg[0];
worst_hold_path;min_path_type;flop to flop;
finish;area_growth;20.1;%
power_and_ir_drop;p_clk_frac;0.440;
grt;grt_first_pass_wirelength;3410;um
yosys;synth_top_area_share;0.662;
final_timing;drv_slew;0;
floorplanning;num_rows;24;
final_timing;fmax;512;MHz
finish;drive_gt1_frac;0.161;
finish;instances_no_fill;164;
grt;track_usage;0.0924;
final_timing;grt_setup_unrepaired;false;
routing;drt_pass1_iterations;21;
yosys;yosys-stat-area;1410;um2
yosys;syn_area;1410;um2
clock_network;htreeDepth;2;
clock_network;post-cts-setup-buffer-count;0;
placement;place.gp.congestion;0.798;
power_and_ir_drop;p_leak;0.000593;uW
yosys;synth-edff-count;31;
grt;antenna_found_initial;0;
routing;drc;0;
clock_network;path_clk_slew;0.06;ns
yosys;compound_area_frac;0.0463;
placement;place_hpwl;1300;um
placement;dp_cells;156;
clock_network;hold_buffers;0;
clock_network;root_buffer;clkbuf_8;
yosys;synthMuxAreaShare;0.00712;
## logic make-up after synthesis
logic type	after synthesis
xor+xnor	12
flops	31
buf+inv	8
compound gates	8
mux	1
fa+ha+maj	5
simple gates	29
## final cells by class
cell class	count	area [um2]	area share
Sequential cell	31	931	0.551
Multi-Input combinational cell	55	439	0.260
Timing Repair Buffer	13	128	0.0756
Clock buffer	5	68.8	0.0407
Tap cell	52	65.1	0.0385
Clock inverter	3	38.8	0.0230
Inverter	5	18.8	0.0111
## how the worst max path moves through the flow
| stage | startpoint | endpoint | slack, ns |
|---|---|---|---|
| after CTS | state[1] | data_buf[7] | 0.85 |
| after global routing | state[1] | data_buf[7] | 0.75 |
| final | state[1] | data_buf[5] | 0.85 |
## stage by stage
step | hold slack [ns] | util | power (uW)
after detailed placement | 0.475 | 0.356 | 546
after floorplan | 0.448 | - | 541
after global routing | 0.502 | 0.380 | 999
after global placement | 0.470 | 0.356 | 545
final | 0.483 | 0.380 | 958
after CTS | 0.488 | 0.380 | 969
## registers in the layout, indices dropped and copies added (netlist names)
signal and cells:
baud_cnt 5, bit_idx 3, data_buf 8, parity_error 1, parity_sample 1, rx_complete 1
rx_msg 8, rx_parity 1, state 3
## placed cells by master, fill, tap and decap left out, drive strengths merged
master and count:
inv 5, a21oi 2, buf 1, and2 3, ha 5, clkinv 2, nor4 2, clkbuf 5
nand4b 2, nor2b 1, mux2i 1, nand3b 1, nor2 13, o211ai 1, nand3 2, o31a 1
a31o 1, bufinv 1, clkdlybuf4s50 12, nand2 1, xnor2 8, o2111ai 1, o21ai 1, a21boi 1
and2b 1, xor2 4, edfxtp 31, nor3 2, or3 1
## power by group through the flow
stage         clock network (uW)  logic (uW)  registers (uW)
CTS                          432        20.2             516
finish                       422        20.1             516
global route                 460        22.4             516
## critical path, cell delays in order, from the launching register on
cell	delay, ns
edfxtp_1	0.51
inv_1	0.17
or3_1	0.41
nor2_1	0.50
## metal layers
metal,routed length (um),up-vias,GRT usage
met5,0,-,0
met4,9,0,0.0136
met3,123,2,0.0365
met2,899,23,0.135
met1,929,384,0.141
li1,-,370,-
No activity file was given, so power comes from the tool's default toggle rates.
